File: ./config.mk
export PLATFORM = sky130hd
export DESIGN_NAME = encoder_8b10
export DESIGN_NICKNAME = encoder_8b10
export VERILOG_FILES = /design/flow/design.v
export SDC_FILE = /design/flow/constraint.sdc
export NUM_CORES = 4
export LEC_CHECK = 1
export CORE_AREA = 10 10 112 112
export DIE_AREA = 0 0 122 122
File: ./constraint.sdc
current_design encoder_8b10

set clk_period 2.8
set clk_io_pct 0.2

create_clock -name clk0 -period $clk_period [get_ports {clk}]

set non_clock_inputs [all_inputs -no_clocks]
set_input_delay [expr $clk_period * $clk_io_pct] -clock clk0 $non_clock_inputs
set_output_delay [expr $clk_period * $clk_io_pct] -clock clk0 [all_outputs]
File: ./design.v
`timescale 1ns / 1ps
module encoder_8b10
(
	input wire clk,
	input wire rst,
	input wire en,
	input wire kin,
	input wire [7:0]din,
	output wire [9:0]dout,
	output wire disp,
	output wire kin_err
);
reg p;
reg ke;
reg [18:0]t;
reg [9:0]do;
wire [7:0]d;
wire k;
assign d = din;
assign k = kin;
assign dout = do;
assign disp = p;
assign kin_err = ke;
always @(posedge clk) begin
	if (rst) begin
		p <= 1'b0;
		ke <= 1'b0;
		do <= 10'b0;
	end else begin
		if (en == 1'b1) begin
			p <= ((d[5]&d[6]&d[7])|(!d[5]&!d[6]))^(p^(((d[4]&d[3]&!d[2]&!d[1]&!d[0])|(!d[4]&!((d[0]&d[1]&!d[2]&!d[3])|(d[2]&d[3]&!d[0]&!d[1])|(!((d[0]&d[1])|(!d[0]&!d[1]))&!((d[2]&d[3])|(!d[2]&!d[3]))))&!((!((d[0]&d[1])|(!d[0]&!d[1]))&d[2]&d[3])|(!((d[2]&d[3])|(!d[2]&!d[3]))&d[0]&d[1]))))|(k|(d[4]&!((d[0]&d[1]&!d[2]&!d[3])|(d[2]&d[3]&!d[0]&!d[1])|(!((d[0]&d[1])|(!d[0]&!d[1]))&!((d[2]&d[3])|(!d[2]&!d[3]))))&!((!((d[0]&d[1])|(!d[0]&!d[1]))&!d[2]&!d[3])|(!((d[2]&d[3])|(!d[2]&!d[3]))&!d[0]&!d[1]))))));
			ke <= (k&(d[0]|d[1]|!d[2]|!d[3]|!d[4])&(!d[5]|!d[6]|!d[7]|!d[4]|!((!((d[0]&d[1])|(!d[0]&!d[1]))&d[2]&d[3])|(!((d[2]&d[3])|(!d[2]&!d[3]))&d[0]&d[1])))); 
			do[9] <= t[12]^t[0];
			do[8] <= t[12]^(t[1]|t[2]);
			do[7] <= t[12]^(t[3]|t[4]);
			do[6] <= t[12]^t[5];
			do[5] <= t[12]^(t[6]&t[7]);
			do[4] <= t[12]^(t[8]|t[9]|t[10]|t[11]);
			do[3] <= t[13]^(t[15]&!t[14]);
			do[2] <= t[13]^t[16];
			do[1] <= t[13]^t[17];
			do[0] <= t[13]^(t[18]|t[14]);
		end
	end
end
always @(posedge clk) begin
	if(rst) begin
		t <= 0;
	end else begin
		if (en == 1'b1) begin
			t[0] <= d[0];
			t[1] <= d[1]&!(d[0]&d[1]&d[2]&d[3]);
			t[2] <= (!d[0]&!d[1]&!d[2]&!d[3]);
			t[3] <= (!d[0]&!d[1]&!d[2]&!d[3])|d[2];
			t[4] <= d[4]&d[3]&!d[2]&!d[1]&!d[0];
			t[5] <= d[3]&!(d[0]&d[1]&d[2]);
			t[6] <= d[4]|((!((d[0]&d[1])|(!d[0]&!d[1]))&!d[2]&!d[3])|(!((d[2]&d[3])|(!d[2]&!d[3]))&!d[0]&!d[1]));
			t[7] <= !(d[4]&d[3]&!d[2]&!d[1]&!d[0]);
			t[8] <= (((d[0]&d[1]&!d[2]&!d[3])|(d[2]&d[3]&!d[0]&!d[1])|(!((d[0]&d[1])|(!d[0]&!d[1]))&!((d[2]&d[3])|(!d[2]&!d[3]))))&!d[4])|(d[4]&(d[0]&d[1]&d[2]&d[3]));
			t[9] <= d[4]&!d[3]&!d[2]&!(d[0]&d[1]);
			t[10] <= k&d[4]&d[3]&d[2]&!d[1]&!d[0];
			t[11] <= d[4]&!d[3]&d[2]&!d[1]&!d[0];
			t[12] <= (((d[4]&d[3]&!d[2]&!d[1]&!d[0])|(!d[4]&!((d[0]&d[1]&!d[2]&!d[3])|(d[2]&d[3]&!d[0]&!d[1])|(!((d[0]&d[1])|(!d[0]&!d[1]))&!((d[2]&d[3])|(!d[2]&!d[3]))))&!((!((d[0]&d[1])|(!d[0]&!d[1]))&d[2]&d[3])|(!((d[2]&d[3])|(!d[2]&!d[3]))&d[0]&d[1]))))&!p)|((k|(d[4]&!((d[0]&d[1]&!d[2]&!d[3])|(d[2]&d[3]&!d[0]&!d[1])|(!((d[0]&d[1])|(!d[0]&!d[1]))&!((d[2]&d[3])|(!d[2]&!d[3]))))&!((!((d[0]&d[1])|(!d[0]&!d[1]))&!d[2]&!d[3])|(!((d[2]&d[3])|(!d[2]&!d[3]))&!d[0]&!d[1])))|(!d[4]&!d[3]&d[2]&d[1]&d[0]))&p);
			t[13] <= (((!d[5]&!d[6])|(k&((d[5]&!d[6])|(!d[5]&d[6]))))&!(p^(((d[4]&d[3]&!d[2]&!d[1]&!d[0])|(!d[4]&!((d[0]&d[1]&!d[2]&!d[3])|(d[2]&d[3]&!d[0]&!d[1])|(!((d[0]&d[1])|(!d[0]&!d[1]))&!((d[2]&d[3])|(!d[2]&!d[3]))))&!((!((d[0]&d[1])|(!d[0]&!d[1]))&d[2]&d[3])|(!((d[2]&d[3])|(!d[2]&!d[3]))&d[0]&d[1]))))|(k|(d[4]&!((d[0]&d[1]&!d[2]&!d[3])|(d[2]&d[3]&!d[0]&!d[1])|(!((d[0]&d[1])|(!d[0]&!d[1]))&!((d[2]&d[3])|(!d[2]&!d[3]))))&!((!((d[0]&d[1])|(!d[0]&!d[1]))&!d[2]&!d[3])|(!((d[2]&d[3])|(!d[2]&!d[3]))&!d[0]&!d[1])))))))|((d[5]&d[6])&(p^(((d[4]&d[3]&!d[2]&!d[1]&!d[0])|(!d[4]&!((d[0]&d[1]&!d[2]&!d[3])|(d[2]&d[3]&!d[0]&!d[1])|(!((d[0]&d[1])|(!d[0]&!d[1]))&!((d[2]&d[3])|(!d[2]&!d[3]))))&!((!((d[0]&d[1])|(!d[0]&!d[1]))&d[2]&d[3])|(!((d[2]&d[3])|(!d[2]&!d[3]))&d[0]&d[1]))))|(k|(d[4]&!((d[0]&d[1]&!d[2]&!d[3])|(d[2]&d[3]&!d[0]&!d[1])|(!((d[0]&d[1])|(!d[0]&!d[1]))&!((d[2]&d[3])|(!d[2]&!d[3]))))&!((!((d[0]&d[1])|(!d[0]&!d[1]))&!d[2]&!d[3])|(!((d[2]&d[3])|(!d[2]&!d[3]))&!d[0]&!d[1])))))));
			t[14] <= d[5]&d[6]&d[7]&(k|(p?(!d[4]&d[3]&((!((d[0]&d[1])|(!d[0]&!d[1]))&d[2]&d[3])|(!((d[2]&d[3])|(!d[2]&!d[3]))&d[0]&d[1]))):(d[4]&!d[3]&((!((d[0]&d[1])|(!d[0]&!d[1]))&!d[2]&!d[3])|(!((d[2]&d[3])|(!d[2]&!d[3]))&!d[0]&!d[1])))));
			t[15] <= d[5];
			t[16] <= d[6]|(!d[5]&!d[6]&!d[7]);
			t[17] <= d[7];
			t[18] <= !d[7]&(d[6]^d[5]);
		end
	end
end
endmodule
File: ./run.sh
#!/bin/bash
# OpenROAD 26Q1-2900-gdf79404cd8, Yosys 0.63+post, stock flow scripts
make -C /OpenROAD-flow-scripts/flow DESIGN_CONFIG=/design/flow/config.mk WORK_HOME=/design/flow/orfs finish
==> flow_summary.yaml <==
# synthesis and place-and-route metrics
outcome:
  run_status: "complete, no violations"
setup_path:
  timing.critical_path.arrival_ns: 2.51
  cpLargestDelayFamily: "AND-OR/OR-AND gates"
  worst_setup_path_endpoint: "t[12]"
  crit_path_end_kind: "flip-flop"
  path_buffers: 2
  critPathLaunchType: "input pin"
  worstPathCellList: "clkdlybuf4s50_1, inv_1, ha_1, a221oi_1, a2111oi_0, or3_1, a21oi_1"
  critical_path.reg2reg.startpoint: "p"
  timing.critical_path.fanout_max: 5
  critical-path-max-stage-delay_ns: 0.50
  rr_worst_depth: 6
  critical_path.startpoint: "din[0]"
  crit_path_top_delay_cell: "sky130_fd_sc_hd__clkdlybuf4s50_1"
  rrSetupSlack_ns: 1.22
  worstReg2RegEnd: "t[13]"
  worst-path-stages: 7
  worst_ep_required_time_ns: 3.01
  setup.worst_path.class: "in -> reg"
final_timing:
  timing.final.max_slew_violations: 0
  setup_repair_after_global_routing_missed_its_margin: "false"
  final_period_minus_worst_setup_slack_ns: 2.30
  finClkSkew_ns: 0.00306
  worst_slew_pin_slew_ns: 0.544
  setup_viol_count_final: 0
  max_freq_mhz: 434
  min_period_over_period_pct: 82.2
  sum_neg_setup_slack_ns: 0
  slew_headroom_pct: 62.8
  finalHoldViolCount: 0
power_and_ir_drop:
  vdd.ir_drop.worst_mv: 0.199
  leakagePower_uw: 0.000789
  p_per_area_nw_per_um2: 490
die:
  fp.dieH_um: 122
  design.portCount: 24
  row_count: 37
  core_utilization_before_placement_pct: 16.4
  die_area_um2: 14900
  die_width_um: 122
  coreArea_um2: 10200
cells_and_area:
  area_taken_by_multi_input_logic_gates_um2: 950
  stdcell_count: 364
  drive_above_1_share_pct: 8.77
  area_growth_pct: 29.1
  final_core_utilization_pct: 21.1
  final-seq-area_um2: 621
  layout.filler_cells: 1099
yosys:
  yosys_most_used_dff: "sky130_fd_sc_hd__dfxtp_1"
  post_synthesis_area_per_instance_um2: 8.24
  mappedNetlistArea_um2: 1670
  ys_cells: 203
  synth_top_cell_by_area: "sky130_fd_sc_hd__dfxtp_1"
  ys.flops: 31
  yosys-top-cells-area: "sky130_fd_sc_hd__dfxtp_1 37%, sky130_fd_sc_hd__nor2_1 7.4%, sky130_fd_sc_hd__a21oi_1 5.4%"
  synth.yosys.seq_area_share_pct: 37.1
  synthCells: 203
  unique_cell_types: 44
  synth-edff-count: 0
  ys_area_um2: 1670
  yosysMostFrequentCell: "sky130_fd_sc_hd__nor2_1"
  postSynth.asyncResetShare_pct: 0
  synthTopCellsByCount: "33 x sky130_fd_sc_hd__nor2_1, 31 x sky130_fd_sc_hd__dfxtp_1, 18 x sky130_fd_sc_hd__a21oi_1, 14 x sky130_fd_sc_hd__nand2_1, 12 x sky130_fd_sc_hd__nand3_1"
  yosysTopAreaCellShare_pct: 37.1
  ys_warn_count: 1
clock_network:
  number_of_buffers_created_by_cts: 5
  cts_root_buf: "sky130_fd_sc_hd__clkbuf_8"
  clock_latency_ns: 0.27
  clock_sinks: 31
  post-cts-setup-buffers: 0
  htreeDepth: 2
  cts_tree: "done"
  cts_max_path_buffers: 2
  clk_pin_slew_worst_paths_ns: 0.06
  post_cts_resize_count: 0
  cts_hold_buffers: 0
route:
  ant_nets: 0
  insertedDiodeCount: 0
  finalWirelength_um: 4090
  post_drt_wl_per_cell_um: 11.2
  drt-initial-drc-count: 90
  post-route-drc-count: 0
  drt-pass1-iter-count: 4
  viasPerCell: 4.14
  num_vias: 1506
min_path:
  min_path_type: "reg -> reg"
  min_from: "t[18]"
global_routing:
  grt_pass1_vias: 1391
  number_of_antenna_violations_at_the_first_check_in_global_routing: 0
  global_route.usage.total_pct: 5.54
  grt_pass1_wl_um: 6840
  grt_start_max_net_pins: 34
  globalRouteOverflowTotal: 0
run:
  timing.max_cap.violations: 0
  log.warning_count: 27
placed_design:
  dp.final_hpwl_um: 3150
  gp_congestion: 0.895
  dp_cells: 357
  io_buffer_count: 23
## placed cells by master (no fill, tap or decap), types with 5 or more instances in the layout
master and n:
sky130_fd_sc_hd__a21oi_1 18, sky130_fd_sc_hd__nand3_1 12, sky130_fd_sc_hd__clkdlybuf4s50_1 23, sky130_fd_sc_hd__mux2i_1 8, sky130_fd_sc_hd__nand2_1 14, sky130_fd_sc_hd__nor2_1 33
sky130_fd_sc_hd__ha_1 5, sky130_fd_sc_hd__inv_1 9, sky130_fd_sc_hd__a211oi_1 10, sky130_fd_sc_hd__clkbuf_8 6, sky130_fd_sc_hd__xnor2_1 6, sky130_fd_sc_hd__dfxtp_1 31
sky130_fd_sc_hd__buf_4 9
## metrics by stage
step | worst slack [ns] | hold WS, ns | power [µW] | cell area [µm²]
2_1_floorplan | 0.875 | 0.426 | 637 | 1670
3_3_place_gp | 0.265 | 0.452 | 722 | 2070
3_5_place_dp | 0.239 | 0.457 | 725 | 2070
4_1_cts | 0.525 | 0.467 | 1070 | 2160
5_1_grt | 0.362 | 0.490 | 1120 | 2160
6_report | 0.498 | 0.464 | 1060 | 2160
## per-layer routing
metal	vias to the layer above	track usage, %	routed length [µm]
met4	0	0.671	35
met1	688	7.74	2040
met2	36	8.48	1780
li1	778	-	-
met3	4	1.74	228
met5	-	0	0
## power by group
part / internal (µW) / switching [µW]
clock: 192 / 153
sequential: 471 / 26.4
combinational: 112 / 104
total: 776 / 283
## tightest hold or removal path, stage by stage, from the launching register on
cell and delay (ns):
sky130_fd_sc_hd__dfxtp_1 0.31, sky130_fd_sc_hd__nand2_1 0.06, sky130_fd_sc_hd__a21oi_1 0.05
## cell families (layout without fill, tap and decap cells)
family | count (synthesis) | after routing | share of synthesized area (%)
AOI/OAI and AO/OA | 49 | 49 | 20.6
xor gates and xnor gates | 10 | 10 | 5.24
adders and majority gates | 5 | 5 | 3.74
buffers and inverters | 23 | 48 | 6.13
DFF | 31 | 31 | 37.1
muxes | 8 | 8 | 4.79
and+or+nand+nor | 77 | 77 | 22.4
## area by class of cell
cell class / instances / share of cell area (%)
multi-input combinational: 149 / 44.0
clock inverter: 1 / 0.232
tap: 136 / 7.88
clock buffer: 6 / 3.82
sequential: 31 / 28.7
inverter: 9 / 1.56
timing repair buffer: 32 / 13.8
## worst min-delay path by stage
stage / to / slack [ns] / cells past startpoint
final: t[18] / 0.46 / 2
after global routing: ke / 0.49 / 2
after CTS: t[18] / 0.47 / 2
## sequential cells by signal, indices dropped and copies added, names as in the netlist
register,flops
do,10
ke,1
p,1
t,19
No activity file was given, so power comes from the tool's default toggle rates.
